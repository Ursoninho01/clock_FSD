<file path="flow/design.v">
module cronometer 
    (
    clock,
    advanceState,
    incrementBtn,
    reset,
    countS,
    dp70,
    dp71,
    dp72,
    dp73,
    debugState,
    dot
    );
    input clock;            
    input advanceState;     
    input incrementBtn;     
    input reset;
    reg [4:0] countH;     
    reg [5:0] countM;     
    output reg [5:0] countS;     
    output     [6:0] dp70;       
    output     [6:0] dp71;
    output     [6:0] dp72;
    output     [6:0] dp73;
    wire [3:0] unitsHours;
    wire [3:0] tensHours;
    wire [3:0] unitsMinute;
    wire [3:0] tensMinute;
    output reg [1:0] debugState;    
    output dot;                     
    assign dot = 1'b1;
    parameter running = 2'o0;
    parameter adjustMinutes = 2'o1;
    parameter adjustHours = 2'o2;
    reg [1:0] state;
    reg [1:0] nextState;
    always@(posedge clock or posedge reset) begin
        if(!reset) begin
        state <= nextState;
        debugState <= state;
        case (state)
        running: begin
        countS = countS + 1;
        if(countS > 59) begin
            countS <= 6'b0000000;
            countM <= countM + 1;
        end if(countM == 59 && countS == 59) begin
            countS <= 6'b000000;
            countM <= 6'b000000;            
            countH <= countH + 1;
        end if(countH == 23 && countM == 59 && countS == 59) begin
            countH <= 4'b0000;
            countM <= 6'b000000;
            countS  <= 6'b000000;
        end
        if(advanceState) begin
            nextState <= adjustMinutes;
            end
        end
        adjustMinutes: begin
            if(incrementBtn) begin
               countM = countM + 1;
                if(countM > 59) begin
                    countM <= 6'b000000;
                end
            end
            if(advanceState) begin
                nextState <= adjustHours;
            end
        end
        adjustHours: begin
            if(incrementBtn) begin
                countH = countH + 1;
                if(countH > 23) begin
                    countH <= 5'b00000;
                end
            end
            if(advanceState) begin
                nextState <= running;
            end
        end
        endcase
    end else begin
        countH = 0;
        countM = 0;
        countS = 0;
    end
    end
assign unitsMinute = countM % 10;
assign tensMinute = countM /10;
assign unitsHours = countH % 10;
assign tensHours = countH / 10;
    dec7seg min2(
        .A(unitsMinute),
        .Y(dp70));
    dec7seg min1(
        .A(tensMinute),
        .Y(dp71));
    dec7seg h2(
        .A(unitsHours),
        .Y(dp72));
    dec7seg h1(
        .A(tensHours),
        .Y(dp73));
endmodule
module dec7seg(
    input [3:0]A,     
    output reg [6:0]Y     
);
    always @(*) begin
        case (A)
            4'h0: begin
                Y <= 7'b1111110;
            end
            4'h1: begin
                Y <= 7'b0110000;
            end
            4'h2: begin
                Y <= 7'b1101101;
            end
            4'h3: begin
                Y <= 7'b1111001;
            end
            4'h4: begin
                Y <= 7'b0110011;
            end
            4'h5: begin
                Y <= 7'b1011011;
            end
            4'h6: begin
                Y <= 7'b1011111;
            end
            4'h7: begin
                Y <= 7'b1110000;
            end
            4'h8: begin
                Y <= 7'b1111111;
            end
            4'h9: begin
                Y <= 7'b1111011;
            end
            4'hA: begin
                Y <= 7'b1110111;
            end
            4'hB: begin
                Y <= 7'b0011111;
            end
            4'hC: begin
                Y <= 7'b1001110;
            end
            4'hD: begin
                Y <= 7'b0111101;
            end
            4'hE: begin
                Y <= 7'b1001111;
            end
            4'hF: begin
                Y <= 7'b1000111;
            end
        endcase
    end
endmodule
</file>
<file path="flow/run.sh">
#!/bin/bash
# OpenROAD 26Q1-2900-gdf79404cd8, Yosys 0.63+post, stock flow scripts
make -C /OpenROAD-flow-scripts/flow DESIGN_CONFIG=/design/flow/config.mk WORK_HOME=/design/flow/orfs finish
</file>
<file path="flow/config.mk">
export PLATFORM = sky130hd
export DESIGN_NAME = cronometer
export DESIGN_NICKNAME = cronometer
export VERILOG_FILES = /design/flow/design.v
export SDC_FILE = /design/flow/constraint.sdc
export NUM_CORES = 4
export LEC_CHECK = 1
export CORE_UTILIZATION = 30
</file>
<file path="flow/constraint.sdc">
current_design cronometer

set clk_period 6.6
set clk_io_pct 0.2

create_clock -name clk0 -period $clk_period [get_ports {clock}]

set non_clock_inputs [all_inputs -no_clocks]
set_input_delay [expr $clk_period * $clk_io_pct] -clock clk0 $non_clock_inputs
set_output_delay [expr $clk_period * $clk_io_pct] -clock clk0 [all_outputs]
</file>
==> results.sh <==
# physical design summary
export IMPL_hold_path_class="reg2reg"
export IMPL_internal_power_w=0.0009087
export IMPL_holdPathStages=0
export IMPL_lay_top_count="ha_1"
export IMPL_maxCapViolCount=0
export IMPL_powerDensity_nw_per_um2=480.6
export IMPL_hpwl_um=3897
export IMPL_dp_slack_ps=860.0
export IMPL_synth_area_per_cell_sq_um=8.799
export IMPL_grt_pass1_vias=2027
export IMPL_period_used_pct=91.29
export IMPL_yosysWarnings=2
export IMPL_fmax_mhz=166.0
export IMPL_slew_headroom_pct=55.17
export IMPL_yosys_area_sq_um=2745
export IMPL_fin_skew_ps=4.035
export IMPL_wl_per_cell_um=11.42
export IMPL_async_flop_share_pct=73.91
export IMPL_ys_dominant_reg_cell="dfrtp_1"
export IMPL_grt_max_degree=21
export IMPL_antenna_found_initial=0
export IMPL_cp_end_kind="primary output"
export IMPL_path_max_fanout=19
export IMPL_firstDrtPassIters=23
export IMPL_simple_gate_share_pct=17.82
export IMPL_edf_count=6
export IMPL_cts_htree_levels=1
export IMPL_tns_ps=0
export IMPL_cts_setup_buffers=0
export IMPL_synth_area_sq_um=2745
export IMPL_worstReg2RegEnd="countH[3]"
export IMPL_p_sw_share_pct=40.59
export IMPL_period_needed_ps=6025
export IMPL_syn_inst=312
export IMPL_vias=2213
export IMPL_mux_area_share_pct=7.384
export IMPL_clkTransAtPathRegs_ps=80
export IMPL_ctsHoldBuffers=0
export IMPL_topCombFamilyByArea="AND-OR/OR-AND gates"
export IMPL_hp_start="nextState[1]"
export IMPL_final_hold_violation_count=0
export IMPL_p_comb_share_pct=76.1
export IMPL_start_kind="flip-flop"
export IMPL_routed_wl_um=5128
export IMPL_fin_util_pct=36.15
export IMPL_outcome="complete, no violations"
export IMPL_netlist_cell_type_count=63
export IMPL_r2r_setup_slack_ps=4170
export IMPL_cts_resized=0
export IMPL_ys_sh_xor_pct=3.829
export IMPL_crit_required_ps=5280
export IMPL_port_buffers=38
export IMPL_clockBufferDepth=2
export IMPL_worst_slew_pin_slew_ps=672.4
export IMPL_grt_pass1_wl_um=9094
export IMPL_antenna_cells=0
export IMPL_aoi_share_pct=21.60
export IMPL_cts_tree="done"
export IMPL_worst_slack_ps=575.1
export IMPL_synthAdderAreaFrac_pct=18.14
export IMPL_slew_viol_final=0
export IMPL_synthToLayoutAreaGrowth_pct=15.95
export IMPL_numSynthFlops=23
export IMPL_clk_latency_ps=260
export IMPL_die_h_um=97.66
export IMPL_irDropWorstVdd_uv=225.5
export IMPL_die_area_sq_um=9537
export IMPL_setup_viol=0
export IMPL_lay_top_cells="ha_1, clkdlybuf4s50_1, nand2_1, inv_1, nor2_1"
export IMPL_grt_ovfl_total=0
export IMPL_p_switching_w=0.0006209
export IMPL_drive_gt1_share_pct=8.211
export IMPL_ant_nets=0
export IMPL_warning_count=51
export IMPL_seq_power_share_pct=18.2
export IMPL_timing_rr_start="countM[1]"
export IMPL_io_pins=41
export IMPL_leakage_nw=1.361
export IMPL_fp_util_pct=31.17
export IMPL_track_usage_pct=11.20
export IMPL_cp_arrival_ps=4700
export IMPL_crit_type="reg2out"
export IMPL_rsz0062_at_grt="no"
export IMPL_drc=0
export IMPL_num_rows=34
export IMPL_vias_per_cell=4.929
export IMPL_ys_cells=312
export IMPL_fp_dieW_um=97.66
export IMPL_numClockSinks=23
export IMPL_synth_seq_area_share_pct=22.06
export IMPL_cts_buffers=3
export IMPL_first_iter_violations=48
export IMPL_r2r_cells=8
export IMPL_cts_root_buf="clkbuf_8"
export IMPL_core_area_sq_um=8806
export IMPL_hold_end="state[1]"
export IMPL_clkPwrFrac_pct=5.7
export IMPL_routabilityCongestion=0.8135
## power by group through the flow
stage	Sequential, W	Combinational [W]	Clock [W]
6_report	0.000278	0.00116	0.0000878
5_1_grt	0.000291	0.00132	0.0000957
4_1_cts	0.000278	0.00119	0.0000902
## through the flow
step                      hold WS [ps]  cell area (sq um)  std cells  total power [W]
after CTS                        425.0               3183        449         0.001555
after detailed placement         404.5               3138        445         0.001458
final                            422.7               3183        449         0.001530
after global placement           403.2               3138        445         0.001453
after global routing             429.4               3183        449         0.001708
after floorplan                  400.3               2749        313         0.001018
## metal layers
| layer | wire, um | global-route usage [%] | share of wire, % | vias to the layer above |
|---|---|---|---|---|
| met5 | 0 | 0 | 0 | - |
| met4 | 14 | 0.9324 | 0.27 | 0 |
| met3 | 158 | 1.098 | 3.1 | 2 |
| met2 | 2375 | 18.49 | 46 | 34 |
| met1 | 2580 | 16.68 | 50 | 1015 |
| li1 | - | - | - | 1162 |
## worst max-delay path: stages, from the launching register on
cell and delay (ps):
dfrtp_1 700, inv_1 180, ha_1 240, inv_1 60, ha_1 170, nand3b_1 140, a21oi_2 90, o32ai_4 460
inv_4 110, o31ai_1 240, a21oi_1 160, xnor2_1 490, inv_1 180, ha_1 270, mux4_2 460, inv_1 60
clkdlybuf4s50_1 450
## kinds of logic after synthesis
group | count (synthesis)
adder cells (fa/ha/maj) | 40
AND/OR/NAND/NOR | 96
XOR/XNOR | 12
multiplexers | 18
AND-OR/OR-AND | 79
other | 1
buffers and inverters | 43
flip-flops | 23
## how the worst max path moves through the flow
stage                 startpoint      end  cells after the start
after CTS              countM[3]  dp70[3]                     15
final                  countM[3]  dp70[3]                     16
after global routing   countM[3]  dp70[3]                     16
## final cells by class
cell class / count / area (sq um)
multi-input cells: 247 / 1896
well taps: 108 / 135.1
clock buffers: 4 / 45.04
inverters: 27 / 106.4
fillers: 892 / 5623
repair buffers: 40 / 395.4
flip-flops and latches: 23 / 605.6
## sequential cells by signal (all words and copies together) (netlist names)
signal,count
countM,6
countS,6
countH,5
debugState,2
nextState,2
state,2
## cell usage after synthesis, types with 2 or more instances
| library cell | number | area share (%) |
|---|---|---|
| o21ai_0 | 18 | 3.3 |
| o32ai_4 | 2 | 2.0 |
| or2_1 | 2 | 0.46 |
| nand3_1 | 9 | 1.6 |
| and2_1 | 3 | 0.68 |
| inv_4 | 2 | 0.46 |
| nand2b_1 | 7 | 1.6 |
| xor2_1 | 3 | 0.96 |
| or2_2 | 4 | 0.91 |
| nand2_1 | 26 | 3.6 |
| a21o_1 | 3 | 0.82 |
| a31oi_1 | 4 | 0.91 |
| o22a_2 | 2 | 0.73 |
| a32oi_1 | 2 | 0.64 |
| inv_1 | 24 | 3.3 |
| xnor2_1 | 9 | 2.9 |
| a21oi_2 | 2 | 0.64 |
| o22a_1 | 2 | 0.64 |
| buf_4 | 3 | 0.82 |
| o41ai_1 | 2 | 0.64 |
| o22ai_1 | 4 | 0.91 |
| a221o_1 | 2 | 0.73 |
| nor3_1 | 10 | 1.8 |
| a22o_1 | 2 | 0.64 |
| edfxtp_1 | 6 | 6.6 |
| ha_1 | 39 | 18 |
| buf_6 | 3 | 1.2 |
| o31ai_1 | 7 | 1.9 |
| dfrtp_1 | 17 | 15 |
| mux2i_1 | 12 | 4.4 |
| nor2_1 | 19 | 2.6 |
| nand3b_1 | 4 | 1.1 |
| mux2_2 | 4 | 1.6 |
| a21oi_1 | 15 | 2.7 |
| nor3b_1 | 3 | 0.82 |
| nand4b_1 | 3 | 0.96 |
| clkbuf_1 | 5 | 0.68 |
| clkbuf_8 | 3 | 1.5 |
Power figures rest on the tool's default switching activity, not on a simulated workload.
